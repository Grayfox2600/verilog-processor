`flow/run.sh`:
```
#!/bin/bash
# OpenROAD 26Q1-2900-gdf79404cd8, Yosys 0.63+post, stock flow scripts
make -C /OpenROAD-flow-scripts/flow DESIGN_CONFIG=/design/flow/config.mk WORK_HOME=/design/flow/orfs finish
```
`flow/config.mk`:
```
export PLATFORM = sky130hd
export DESIGN_NAME = rb_multiplexer
export DESIGN_NICKNAME = rb_multiplexer
export VERILOG_FILES = /design/flow/design.v
export SDC_FILE = /design/flow/constraint.sdc
export NUM_CORES = 4
export LEC_CHECK = 1
export CORE_AREA = 10 10 72 72
export DIE_AREA = 0 0 82 82
```
`flow/constraint.sdc`:
```
current_design rb_multiplexer

set clk_period 3.4
set clk_io_pct 0.2

create_clock -name clk0 -period $clk_period

set non_clock_inputs [all_inputs -no_clocks]
set_input_delay [expr $clk_period * $clk_io_pct] -clock clk0 $non_clock_inputs
set_output_delay [expr $clk_period * $clk_io_pct] -clock clk0 [all_outputs]
```
`flow/design.v`:
```
module rb_multiplexer(in0, in1, in2, in3, in4, in5, in6, in7, sel, out);
input [2:0] sel;
input [15:0] in0, in1, in2, in3, in4, in5, in6, in7;
output reg [15:0] out;
always @(sel) begin
case(sel)
3'b000: out = in0;
3'b001: out = in1;
3'b010: out = in2;
3'b011: out = in3;
3'b100: out = in4;
3'b101: out = in5;
3'b110: out = in6;
3'b111: out = in7;
endcase
end
endmodule
```
==> impl_metrics.csv <==
group,metric,value,unit
hold_path,hold_end,"out[11]",
pwr,p_leak,1.01,nW
placed_design,numPortBuffers,147,
final_timing,hold_ws,2.19,ns
final_timing,hold_viol,0,
job,maxCapViolCount,0,
synthesis,ys_cells,177,
routing,postRouteAntennaNets,0,
layout,area_growth,135,%
setup_path,crit_fanout,22,
setup_path,crit_type,"input pin to primary output",
layout,seq_area,0,sq um
synthesis,synth-area-yosys,1110,sq um
job,warning_count,33,
final_timing,period_used_share,95.2,%
final_timing,layout_min_cycle_time,3.24,ns
global_route,first_global_vias,1787,
global_route,grt_max_degree,27,
hold_path,whs_path_depth,4,
final_timing,setup_viol,0,
global_route,antenna_found_initial,0,
final_timing,setup_tns,0,ns
synthesis,yosysTopAreaCellShare,15.5,%
floorplanning,fp_util,30.2,%
floorplanning,die_area,6720,sq um
setup_path,crit_arrival,2.56,ns
pwr,worst_ir_drop_vdd,0.0000676,V
floorplanning,pin_count,147,
global_route,grt_usage,17.3,%
synthesis,yosysWarnings,1,
floorplanning,die_y,82,um
placed_design,hpwl,5390,um
placed_design,place.gp.congestion,0.846,
layout,nClkBuffers,0,
hold_path,hold_path_class,"input pin to primary output",
synthesis,top_cells_by_area,"a22oi_1 15%, mux2i_1 13%, nand2b_1 8.4%",
status,run_status,"finished clean",
layout,drive_gt1_share,5.96,%
synthesis,netlist_area,1110,sq um
routing,drt_pass1_iterations,4,
setup_path,worstPathRequired,2.72,ns
routing,vias_per_cell,4.95,
routing,vias,1818,
routing,drt-initial-drc-count,87,
floorplanning,rows,22,
synthesis,synth_seq_share,0,%
synthesis,synth_area_leader_cell,"a22oi_1",
setup_path,crit_path_start_kind,"input pin",
layout,flop-count,0,
floorplanning,fp.dieW,82,um
synthesis,synthCells,177,
routing,wl_per_cell,17.2,um
final_timing,slew_headroom,81.5,%
cts,ctsHoldBuffers,0,
layout,fillers,313,
global_route,grt_overflow,0,
synthesis,ys_types,27,
routing,antenna_cells,0,
final_timing,rsz0062_at_grt,"false",
routing,drc,0,
final_timing,slew_violations,0,
floorplanning,core-area,3690,sq um
final_timing,worstMarginPinSlew,0.278,ns
pwr,power,0.000319,W
hold_path,hold_start,"sel[1]",
synthesis,syn_avg_cell_area,6.30,sq um
global_route,grt_pass1_wl,9250,um
setup_path,setup.worst_path.end_class,"primary output",
cts,cts_resized,0,
layout,final_common_cell,"clkdlybuf4s50_1",
final_timing,fmax,0.309,GHz
layout,mostFrequentLayoutCells,"146 x clkdlybuf4s50_1, 23 x a22oi_1, 20 x nor2_1",
pwr,p_per_area,122,nW/um^2
cts,post-cts-setup-buffers,0,
routing,wl,6300,um
how the worst max path moves through the flow:
stage / cells after the start / slack, ns / startpoint / to
finish: 7 / 0.16 / sel[0] / out[6]
global route: 8 / 0.02 / sel[0] / out[13]
CTS: 8 / 0.15 / sel[0] / out[15]
synthesized netlist by cell type:
library cell and number:
nor2_1 20, a21oi_1 12, and2_1 1, a22oi_1 23, a31oi_1 12, nor2b_1 2
nor3b_1 1, nand2b_1 15, nor2_2 1, o21ai_0 13, mux2i_1 15, buf_6 6
nand3_1 11, nor2b_4 2, inv_1 3, a221oi_1 3, a22o_1 4, nor3_1 1
nand2_1 15, mux2_2 1, o22ai_1 1, and2_2 1, clkbuf_1 2, or3_1 1
buf_2 6, nand3b_1 1, buf_4 4
power by group:
part           internal, W  switching, W  total (W)  leakage [nW]
clock network            0             0          0             0
logic             0.000226     0.0000926   0.000319          1.01
registers                0             0          0             0
total             0.000226     0.0000926   0.000319          1.01
area by class of cell:
cell class / instances / area (sq um) / share of cell area, %
timing repair buffer: 160 / 1580 / 60.3
inverter: 3 / 11.3 / 0.430
multi-input combinational: 156 / 968 / 37.0
tap: 48 / 60.1 / 2.30
critical path: stages:
cell and delay (ns):
clkdlybuf4s50_1 0.48, buf_12 0.19, or3_1 0.43, buf_4 0.21, nor2_1 0.11, a31oi_1 0.05, clkdlybuf4s50_1 0.42
through the flow:
stage	instance area (sq um)	worst slack (ns)	instances	utilization, %
finish	2620	0.163	367	70.9
CTS	2620	0.147	367	70.9
detailed placement	2620	0.142	367	70.9
global placement	2620	0.168	367	70.9
global route	2620	0.0176	367	70.9
floorplan	1110	1.21	177	-
logic make-up after synthesis:
family / count (synthesis) / share of synthesized area, %
AND/OR/NAND/NOR: 72 / 32.9
multiplexers: 16 / 14.5
AND-OR/OR-AND: 68 / 39.5
buffers and inverters: 21 / 13.1
layer usage:
layer / track usage, % / share of wire [%]
met5: 0 / 0
met4: 0 / 0
met3: 7.05 / 13
met2: 27.7 / 45
met1: 22.7 / 41
No activity file was given, so power comes from the tool's default toggle rates.
