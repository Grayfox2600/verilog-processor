==> flow/design.v <==
module FSM(clk, rst, run, state);
input clk, rst, run;
output [3:0] state;
reg [2:0] current, next, return;
parameter fetch = 2'b00, decode = 2'b01, execute = 2'b10, sleep = 2'b11;
always @(posedge clk, negedge rst) begin
	if (!rst) begin
		current <= fetch;
	end else begin
		current <= next;
	end
end
always @(run, current) begin
	case(current)
		fetch:
		if(!run) begin 
			next = sleep;
			return = decode;
		end
		else next = decode;
		decode:
		if(!run) begin
			next = sleep;
			return = execute;
		end
		else next = execute;
		execute:
		if(!run) begin
			next = sleep;
			return = fetch;
		end
		else next = fetch;
		sleep:
		if(!run) next = sleep;
		else next = return;
		default:
		next = 2'bzz;
	endcase
end
assign state[0] = (current == fetch);
assign state[1] = (current == decode);
assign state[2] = (current == execute);
assign state[3] = (current == sleep);
endmodule
==> flow/run.sh <==
#!/bin/bash
# OpenROAD 26Q1-2900-gdf79404cd8, Yosys 0.63+post, stock flow scripts
make -C /OpenROAD-flow-scripts/flow DESIGN_CONFIG=/design/flow/config.mk WORK_HOME=/design/flow/orfs finish
==> flow/config.mk <==
export PLATFORM = sky130hd
export DESIGN_NAME = FSM
export DESIGN_NICKNAME = FSM
export VERILOG_FILES = /design/flow/design.v
export SDC_FILE = /design/flow/constraint.sdc
export NUM_CORES = 4
export LEC_CHECK = 1
export CORE_AREA = 10 10 70 70
export DIE_AREA = 0 0 80 80
==> flow/constraint.sdc <==
current_design FSM

set clk_period 1.0
set clk_io_pct 0.2

create_clock -name clk0 -period $clk_period [get_ports {clk}]

set non_clock_inputs [all_inputs -no_clocks]
set_input_delay [expr $clk_period * $clk_io_pct] -clock clk0 $non_clock_inputs
set_output_delay [expr $clk_period * $clk_io_pct] -clock clk0 [all_outputs]
==> metrics.yaml <==
drt:
  vias_per_cell: 2.62
  wl_per_cell_um: 8.59
  drt_iter0_markers: 1
  routed_wl_um: 730
  route.detailed.drc: 0
  first_pass_iters: 2
  ant_nets: 0
  route.antenna.diode_count: 0
  via_count: 223
global_route:
  grt_antenna_before_repair: 0
  grt_pass1_vias: 271
  grt_max_degree: 7
  gr-total-overflow: 0
  grt_pass1_wl_um: 1270
  grt_usage_pct: 2.46
sta:
  unclocked_regs: 2
  hold_viol: 0
  tightestPinTransition_ps: 235
  drv_slew: 0
  rsz0062_at_grt: "true"
  clock_skew_ps: 0.607
  worst_slack_ps: -281
  max_freq_mhz: 781
  period_minus_slack_ps: 1280
  layout_worst_path_cycle_share_pct: 128
  untimed_endpoints: 2
  slew_headroom_pct: 84.3
  finalSetupViolations: 6
cells_and_area:
  drive_gt1_share_pct: 64.1
  post-route-util_pct: 15.7
  fill_cells: 388
  final_area_sq_um: 536
  finalNonFillerCells: 85
  synthToLayoutAreaGrowth_pct: 152
critical_path:
  cp-start-kind: "flip-flop"
  worst-path-max-fanout: 6
  critPathBufInv: 2
  critPathTopFamily: "flip-flops"
  timing.rr.start: "current[1]"
  rr_endpoint: "current[1]"
  crit_chain: "buf_6 > ha_4 > buf_6"
  rr_worst_depth: 5
  crit_arrival_ps: 1080
  cp.required_ps: 800
  crit_path_frequent_cell: "buf_6"
  slowest_delay_ps: 430
  regToRegSetupSlack_ps: -280
  slowest_stage: "dfrtp_2"
  worstSetupPathType: "flip-flop to output pin"
  crit_path_end_kind: "output pin"
yosys:
  ys_sh_xor_pct: 0
  top_area_cell: "ha_1"
  aoi_share_pct: 14.7
  top_cell_area_share_pct: 29.4
  ys_cells: 21
  common_cells: "ha_1 (5), inv_1 (3), dfrtp_1 (2), dlxtn_1 (2)"
  syn_area_sq_um: 213
  synthCells: 21
  yosys_area_sq_um: 213
  synth-async-reset-ratio_pct: 50.0
  edf_count: 0
  yosysWarnings: 2
  syn_area_per_cell_sq_um: 10.1
  simple_gate_share_pct: 12.9
  ff_type: "dlxtn_1"
  mux_share_pct: 0
  adder_share_pct: 29.4
  yosysMostFrequentCell: "ha_1"
  synth.distinct_cells: 13
  synth_flop_count: 4
  topCellsByArea: "ha_1 (29%), dfrtp_1 (24%), dlxtn_1 (14%)"
  ys_top_logic_family: "adder cells"
clocking:
  path_clk_slew_ps: 30
  root_buffer: "clkbuf_4"
  cts_tree: "yes"
  htreeDepth: 1
  cts_buffer_depth: 2
  cts_buffers: 3
  clock_latency_ps: 220
place:
  hpwl_um: 476
  post_dp_cell_area_sq_um: 365
  placedCellCount: 77
  place_congestion: 0.683
  portBuffers: 6
pwr:
  switching_power_mw: 0.640
  p_clk_share_pct: 10.2
  pwr-share-comb_pct: 74.6
  internal-power_mw: 1.13
  p_leak_nw: 0.215
  sequentialPowerShare_pct: 15.2
  power.density_mw_per_mm2: 3310
  p_sw_share_pct: 36.1
  peakVddDrop_v: 0.00164
outcome:
  outcome: "finished, violations left"
  violations: "setup timing"
flow_run:
  warnings: 32
  drv_cap: 0
die:
  io_pins: 7
  die_height_um: 80
  die_w_um: 80
  chip_area_sq_mm: 0.00640
  fp_util_pct: 6.23
  core-area_sq_mm: 0.00342
  rows: 21
hold_path:
  worstHoldPathType: "input port to asynchronous set/reset pin"
sequential cells by signal, indices dropped and copies added (netlist names):
register / flops
return: 2
current: 2
cell type report:
cell class                 instances  area (sq um)  share of cell area (%)
timing repair buffer              15           163                    30.4
inverter                           3          18.8                    3.50
tap                               46          57.6                    10.7
clock buffer                       3          22.5                    4.21
sequential                         4          81.3                    15.2
multi-input combinational         14           193                    36.0
power groups by stage:
stage	clock network [mW]	registers (mW)	logic (mW)
CTS	0.195	0.266	1.22
global route	0.201	0.283	1.43
finish	0.181	0.269	1.32
cells by family (layout without fill, tap and decap cells):
logic type | count (synthesis) | in the layout
latches | 2 | 2
buffers and inverters | 3 | 21
AOI/OAI and AO/OA | 4 | 4
and+or+nand+nor | 5 | 5
adders and majority gates | 5 | 5
DFF | 2 | 2
routing by layer:
layer / track usage [%] / vias up / share of wire [%]
met5: 0 / - / 0
li1: - / 110 / -
met4: 0.880 / 0 / 1.6
met3: 0.455 / 2 / 5.3
met1: 3.54 / 102 / 52
met2: 3.53 / 9 / 41
timing repair:
| item | in CTS | in global routing |
|---|---|---|
| gates resized | 37 | 3 |
| hold buffers | 0 | 0 |
| pin swaps | 6 | 2 |
| setup buffers | 6 | 0 |
| setup endpoints to repair | 6 | 6 |
how the worst max path moves through the flow:
stage	start	end	slack, ps	depth (start not counted)
after CTS	current[0]	state[3]	-290	3
after global routing	current[0]	state[3]	-320	3
final	current[0]	state[3]	-280	3
layout by cell type (no fill, tap or decap):
cell / n
a21boi_0: 1
a221oi_2: 1
buf_4: 1
buf_6: 12
clkbuf_4: 3
clkdlybuf4s50_1: 2
dfrtp_1: 1
dfrtp_2: 1
dlxtn_1: 2
ha_1: 1
ha_4: 4
inv_1: 1
inv_4: 1
inv_6: 1
nand2_1: 1
nand2b_1: 1
nor2b_1: 1
nor3_1: 1
nor4_4: 1
o21bai_1: 1
o31ai_1: 1
stage by stage:
| step | power, mW | TNS (ps) | hold WS [ps] | setup slack, ps |
|---|---|---|---|---|
| 6_report | 1.77 | -1480 | 136 | -281 |
| 3_5_place_dp | 0.940 | -2130 | 370 | -410 |
| 4_1_cts | 1.68 | -1490 | 125 | -287 |
| 2_1_floorplan | 0.538 | -80.1 | -95.6 | -67.7 |
| 3_3_place_gp | 0.903 | -1940 | 366 | -378 |
| 5_1_grt | 1.91 | -1790 | 124 | -325 |
Power is estimated from default activity; no workload was simulated.
